$ cat design/flow/config.mk
export PLATFORM = sky130hd
export DESIGN_NAME = LFSR_generator
export DESIGN_NICKNAME = LFSR_generator
export VERILOG_FILES = /design/flow/design.v
export SDC_FILE = /design/flow/constraint.sdc
export NUM_CORES = 4
export LEC_CHECK = 1
export CORE_AREA = 10 10 101 101
export DIE_AREA = 0 0 111 111
$ cat design/flow/constraint.sdc
current_design LFSR_generator

set clk_period 2.2
set clk_io_pct 0.2

create_clock -name clk0 -period $clk_period [get_ports {clk}]

set non_clock_inputs [all_inputs -no_clocks]
set_input_delay [expr $clk_period * $clk_io_pct] -clock clk0 $non_clock_inputs
set_output_delay [expr $clk_period * $clk_io_pct] -clock clk0 [all_outputs]
$ cat design/flow/design.v
`timescale 1ns / 1ps
module LFSR_generator(
    input clk,
    input rst, 
    input is_first_pol,
    input start_i,
    input [7:0] initial_num,
    output busy,
    output reg [7:0] generated_num
    );
reg [7:0] number;
reg [1:0] state;    
reg [7:0] LFSR1 = 8'b00010111;
reg [7:0] LFSR2 = 8'b00101101; 
reg [7:0] LFSR;
reg [7:0] num;
localparam IDLE = 2'b00;
localparam CALC = 2'b01;
localparam END = 2'b10;
assign busy = (state != IDLE);
always@(posedge clk) begin
    if (rst) begin
        number <= 0;
        state <= IDLE;
        num <= 0;
        LFSR <= 0;
    end else begin
        case(state)
            IDLE:
                begin
                    if (start_i) begin
                        state <= CALC;
                        num <= initial_num;
                        if (is_first_pol) begin
                            LFSR <= LFSR1;
                        end else begin
                            LFSR <= LFSR2;
                        end
                    end
                end
            CALC:
                begin
                    num[0] <= ((num[0] * LFSR[0])^(num[1] * LFSR[1])^
                    (num[2] * LFSR[2])^(num[3] * LFSR[3])^(num[4] * LFSR[4])^
                    (num[5] * LFSR[5])^(num[6] * LFSR[6])^(num[7] * LFSR[7]));
                    num[1] <= num[0];
                    num[2] <= num[1];
                    num[3] <= num[2]; 
                    num[4] <= num[3]; 
                    num[5] <= num[4]; 
                    num[6] <= num[5];
                    num[7] <= num[6];
                    state <= END;   
                end
            END:
                begin
                    generated_num <= num;
                    state <= IDLE;
                end
        endcase
    end
end
endmodule
$ cat design/flow/run.sh
#!/bin/bash
# OpenROAD 26Q1-2900-gdf79404cd8, Yosys 0.63+post, stock flow scripts
make -C /OpenROAD-flow-scripts/flow DESIGN_CONFIG=/design/flow/config.mk WORK_HOME=/design/flow/orfs finish
==> run summary <==
fresh numbers from the pnr run: max cap viols=0, status=completed, ys async rst share=0%, Insertion Delay late pin=0.25 ns, ys flop type=dfxtp_1, vias in the first global route=719, full die area=12300 um^2, TritonRoute pass-1 iters=4, vias per inst=3.20, Yosys chip area=948 um^2, Worst EP arrival=1.61 ns, distinct lib cells=28, Fillers=885, post-CTS setup buffers=0, DRC viols=0, Synth area leaders=dfxtp_1 (27%), edfxtp_1 (25%), mux2i_1 (8.4%), Setup CP Type=register to output port, WL/cell=9.67 um, CTS clk-pin slew, worst paths=0.07 ns, pre-CTS WS=0.269 ns, Initial DRC Count=17, ys flops=21, fin crit share=93.3%, initial antenna violation count=0, Num CTS Buffers=3, global-route wire length before repair=3.55 mm, routed vias=689, core footprint=8130 um^2, Layout Area Growth over Synthesis=41.2%, Clock Path Buffers=2, RD Place Congestion=0.776, Total Wirelength=2.08 mm, share of cells above drive strength 1=9.09%, most frequent cells after synthesis=dfxtp_1 (13), nor2_1 (10), a211oi_1 (8), edfxtp_1 (8), mux2i_1 (8), relative slew slack=77.1%, fin crit period=2.05 ns, H-tree levels=1, count of pins over their slew limit=0, Worst-Margin Slew=0.334 ns, Num Clock Sinks=21, Cells after Synth=85, # Cells Yosys=85, HPWL after DPL=1.68 mm, syn_area_per_cell=11.2 um^2, setup ws final=0.146 ns, total congestion overflow=0, largest net degree at the start of global routing=16, Pleak=0.484 nW, Die H=111 um, worst hold path class=register to register, Final Util=16.5%, # diodes=0, CP Capture Type=output port, Mapped Area=948 um^2, area share, top type=27.4%, Ys Warns=1, Layout Skew=0.00243 ns, Critical Path RT=1.76 ns, die width=111 um, CP Launch Type=register, Peak VDD IR=0.000156 V, GRT Resource Usage Total=3.42%, Log Warnings=28, IO Port Bufs=20, std cell rows=33, PwrDens=909 nW/um^2, TNS Setup=0 ns, CTS tree=done, Synth Seq Share=52.8%, Post-synth EDFFs=8, Worst Path Max Fanout=10, Max Clock Freq=487 MHz, unrepaired setup endpoints after global routing=no, root cell of the clock tree=clkbuf_8, # IOs=21, Initial Util=11.7%, Final setup viols=0, number of nets with antenna violations after routing=0, top-count cell post-synth=dfxtp_1, Synth area leader=dfxtp_1, # resized after CTS=0, Hold-fix buffers, CTS=0, final hold vios=0
[layout make-up]
cell class              count  area, um^2  share of cell area (%)
well taps                 105         131                    9.81
multi-input cells          55         405                    30.3
repair buffers             25         238                    17.8
inverters                   5        18.8                    1.40
clock buffers               4        45.0                    3.36
flip-flops and latches     21         500                    37.4
[cell usage in the layout (no fill, tap or decap)]
master           netlist  layout
a311oi_1               1       1
a21oi_1                5       5
nor2b_1                1       1
nand3_1                3       3
mux2_4                 1       1
clkbuf_1               2       1
and4b_1                1       1
inv_1                  5       5
nor2_1                10      10
o21ai_0                1       1
or3_1                  1       1
and2_1                 1       1
edfxtp_1               8       8
o211ai_1               1       1
buf_4                  0       5
mux2i_1                8       8
dfxtp_1               13      13
nand2_1                1       1
a2111oi_0              1       1
xnor2_1                1       1
ha_1                   4       4
a21o_1                 1       1
a211oi_1               8       8
clkdlybuf4s50_1        0      20
nand2b_1               1       1
and4_4                 1       1
a211o_1                1       1
clkbuf_8               0       3
xor2_1                 2       2
[cells by family after synthesis]
family / after synthesis / synth area share, %
AND/OR/NAND/NOR: 20 / 10.8
flip-flops: 21 / 52.8
XOR/XNOR: 3 / 2.77
AND-OR/OR-AND: 19 / 13.9
buffers and inverters: 9 / 4.49
adder cells (fa/ha/maj): 4 / 5.28
multiplexers: 9 / 10.0
[sequential cells by signal (all words and copies together), names as in the netlist]
register       flops
state              2
generated_num      8
num                8
LFSR               3
[metrics by stage]
| step | instance area (um^2) | power (mW) | cells | hold slack (ns) |
|---|---|---|---|---|
| finish | 1340 | 1.22 | 215 | 0.441 |
| global route | 1340 | 1.32 | 215 | 0.458 |
| CTS | 1340 | 1.24 | 215 | 0.445 |
| detailed placement | 1290 | 0.994 | 211 | 0.427 |
| global placement | 1290 | 0.989 | 211 | 0.424 |
| floorplan | 948 | 0.863 | 85 | 0.409 |
[layer usage]
metal	global-route usage, %	wire, um	vias to the layer above
met5	0	0	-
met4	0.955	42	0
met3	0.602	50	2
met2	6.09	1070	12
met1	4.09	912	315
li1	-	-	360
[where the power goes]
group	internal [mW]	switching, mW	total, mW
registers	0.496	0.0674	0.563
logic	0.213	0.202	0.415
clock network	0.129	0.111	0.239
total	0.837	0.381	1.22
[critical path, cell delays in order (launching register included)]
cell	delay, ns
dfxtp_1	0.38
inv_1	0.08
ha_1	0.32
inv_1	0.11
clkdlybuf4s50_1	0.47
[worst paths after layout]
kind	from	endpoint	slack, ns	cells after the start
worst max-delay path	state[0]	busy	0.15	4
worst min-delay path	num[7]	generated_num[7]	0.44	0
worst max register to register	state[0]	num[0]	0.32	7
worst min register to register	num[7]	generated_num[7]	0.44	0
No activity file was given, so power comes from the tool's default toggle rates.
