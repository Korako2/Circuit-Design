File: /design/flow/design.v
`timescale 1ns / 1ps
module cuberoot(
    input clk_c,
    input rst_c,
    input [7:0] a,
    input start_c,
    output busy_o,
    output reg [3:0] y_bo
    );
    wire end_step;
    reg [7:0] x;
    reg [1:0] i;
    reg [4:0] state;
    reg [3:0] ans;
    reg [7:0] local_mask;
    reg [7:0] mask;
    reg [7:0] tmp;
    reg [15:0] tmp_mult_result;
    reg mult_start;
    wire mult_busy;
    reg [7:0] mult_a;
    reg [7:0] mult_b;
    wire [15:0] mult_result;
    multer multiplier(
        .clk_i(clk_c),
        .rst_i(rst_c),
        .a_bi(mult_a),
        .b_bi(mult_b),
        .start_i(mult_start),
        .busy_o(mult_busy),
        .y_bo(mult_result)
    );
    localparam IDLE = 0,
           CALC_SHIFT = 1,
           MASK = 2,
           NEW_ANS_BIT = 3,
           MUL1 = 4,
           WAIT_MUL1 = 5,
           MUL2 = 6,
           WAIT_MUL2 = 7,
           CHECK_X = 8,
           INVERT_ANS_BIT = 9,
           SUB_I = 10;    
    assign end_step = (i == 2'b11);
    assign busy_o = (state != IDLE);
    always @(posedge clk_c) begin
       if (rst_c) begin
            y_bo <= 0;
            i <= 0;
            mult_start <= 0;
            state <= IDLE;
            i <= 2'b10;
            local_mask <= 3'b111;
            mask <= 0;
       end else begin
            case(state)
                IDLE:
                    begin
                        if (start_c) begin
                            y_bo <= 0;
                            state <= CALC_SHIFT;
                            mult_start <= 0;
                            local_mask <= 3'b111;
                            mask <= 0;
                            x <= a;
                            i <= 2'b10;
                            ans <= 0;
                         end
                     end
                 CALC_SHIFT:
                    begin
                        mult_a <= 3;
                        mult_b <= i;
                        mult_start <= 1;
                        state <= MASK;
                    end
                 MASK:
                    begin
                        if (end_step) begin
                            y_bo <= ans;
                            state <= IDLE;
                        end else begin
                            mult_start <= 0;
                            if (~mult_busy && ~mult_start) begin
                                mask <= mask | (local_mask << (3*i));
                                state <= NEW_ANS_BIT;
                            end
                        end
                    end
                 NEW_ANS_BIT:
                    begin
                        tmp <= x & mask;
                        ans <= ans ^ (1 << i);
                        state <= MUL1;
                    end
                 MUL1:
                    begin
                        mult_a <= ans;
                        mult_b <= ans;
                        mult_start <= 1;
                        state <= WAIT_MUL1;
                    end
                 WAIT_MUL1:
                    begin
                        mult_start <= 0;
                        if (~mult_busy && ~mult_start) begin
                            tmp_mult_result <= mult_result;
                            state <= MUL2;
                        end
                    end
                 MUL2:
                    begin
                        mult_a <= tmp_mult_result[7:0];
                        mult_b <= ans;
                        mult_start <= 1;
                        state <= CHECK_X;
                    end
                 CHECK_X:
                    begin
                       mult_start <= 0;
                       if (~mult_busy && ~mult_start) begin
                            tmp_mult_result <= mult_result;
                            state <= INVERT_ANS_BIT;
                       end 
                    end
                 INVERT_ANS_BIT:
                    begin
                        if (tmp < tmp_mult_result) begin
                            ans <= ans ^ (1 << i);
                        end
                        state <= SUB_I;
                    end
                 SUB_I: 
                    begin
                        if (i == 2'b00) begin
                            i <= 2'b11;
                        end else begin
                            i <= i - 1;
                        end
                        state <= CALC_SHIFT;
                    end
            endcase
       end
    end
endmodule
`timescale 1ns / 1ps
module function_calculator(
    input clk_i,
    input rst_i,
    input [7:0] a_i,
    input [7:0] b_i,
    input start_i,
    output busy_o, 
    output reg [15:0] y_calc
 );
    localparam IDLE = 0,
    STEP = 1,
    WORK_MULT = 2,
    WORK_CUBEROOT = 3,
    WORK_SUM = 4;
    reg [4:0] state;
    reg [7:0] a;
    reg [7:0] b;
    wire [15:0] square_of_a;
    wire [3:0] cuberoot_result;
    reg [15:0] result;
    reg start_mult;
    reg start_cuberoot;
    wire mult_busy;
    wire cube_busy;
    reg [15:0] mult_result;
    reg [3:0] cube_result;
    multer mult(
        .clk_i(clk_i),
        .rst_i(rst_i),
        .a_bi(a),
        .b_bi(a),
        .start_i(start_mult),
        .busy_o(mult_busy),
        .y_bo(square_of_a)
    );    
    cuberoot cube1(
        .clk_c(clk_i),
        .rst_c(rst_i),
        .a(b),
        .start_c(start_cuberoot),
        .busy_o(cube_busy),
        .y_bo(cuberoot_result)
    );
    assign busy_o = (state != IDLE);
    always @(posedge clk_i) begin
        if (rst_i) begin
            y_calc <= 0;
            start_cuberoot <= 0;
            start_mult <= 0;
            state <= IDLE;
        end else begin
            case (state)
                IDLE:
                    begin
                        if (start_i) begin
                            y_calc <= 0;
                            start_cuberoot <= 0;
                            state <= STEP;
                            start_mult <= 0;
                        end
                    end
                STEP:
                    begin
                        start_mult <= 1;
                        a <= a_i;
                        state <= WORK_MULT;
                    end
                WORK_MULT:
                    begin
                        start_mult <= 0;
                        if (~mult_busy && ~start_mult) begin
                            state <= WORK_CUBEROOT;
                            b <= b_i;
                            start_cuberoot <= 1;
                        end
                    end
                WORK_CUBEROOT:
                    begin
                        start_cuberoot <= 0;
                        if (~cube_busy && ~start_cuberoot) begin
                            state <= WORK_SUM;
                        end
                    end
                WORK_SUM:
                    begin
                        y_calc <= square_of_a + cuberoot_result;
                        state <= IDLE;
                    end
            endcase
        end
    end
endmodule
`timescale 1ns / 1ps
module multer(
    input clk_i,
    input rst_i,
    input [7:0] a_bi,
    input [7:0] b_bi,
    input start_i,
    output busy_o,
    output reg [15:0] y_bo);
localparam IDLE = 0,
    WORK = 1,
    WRITE_RES = 2;
reg [3:0] ctr;
wire [2:0] end_step;
wire [7:0] part_sum;
wire [15:0] shifted_part_sum;
reg [7:0] a, b;
reg [15:0] part_res;
reg [1:0] state = IDLE;
assign part_sum = a & {8{b [ctr] } };
assign shifted_part_sum = part_sum << ctr;
assign end_step = (ctr == 8);
assign busy_o = (state != IDLE);
always @(posedge clk_i) begin
    if (rst_i) begin
        ctr <= 0;
        part_res <= 0;
        y_bo <= 0;
        state <= IDLE;
    end else begin
        case (state)
            IDLE :
                begin
                    if (start_i) begin
                        ctr <= 0;
                        part_res <= 0;
                        y_bo <= 0;
                        state <= WORK;
                        a <= a_bi;
                        b <= b_bi;
                        ctr <= 0;
                        part_res <= 0;
                    end
                 end
            WORK:
                begin
                    if (end_step) begin
                        state <= IDLE;
                        y_bo <= part_res;
                    end else begin
                        part_res <= part_res + shifted_part_sum;
                        ctr <= ctr + 1;
                    end
                end
        endcase
    end
end
endmodule
File: /design/flow/run.sh
#!/bin/bash
# OpenROAD 26Q1-2900-gdf79404cd8, Yosys 0.63+post, stock flow scripts
make -C /OpenROAD-flow-scripts/flow DESIGN_CONFIG=/design/flow/config.mk WORK_HOME=/design/flow/orfs finish
File: /design/flow/config.mk
export PLATFORM = sky130hd
export DESIGN_NAME = function_calculator
export DESIGN_NICKNAME = function_calculator
export VERILOG_FILES = /design/flow/design.v
export SDC_FILE = /design/flow/constraint.sdc
export NUM_CORES = 4
export LEC_CHECK = 1
export CORE_UTILIZATION = 40
File: /design/flow/constraint.sdc
current_design function_calculator

set clk_period 6.0
set clk_io_pct 0.2

create_clock -name clk0 -period $clk_period [get_ports {clk_i}]

set non_clock_inputs [all_inputs -no_clocks]
set_input_delay [expr $clk_period * $clk_io_pct] -clock clk0 $non_clock_inputs
set_output_delay [expr $clk_period * $clk_io_pct] -clock clk0 [all_outputs]
==> impl_metrics.csv <==
group,metric,value,unit
status,outcome,"completed",
worst_setup_path,cp_cell_sequence,"mux4_2, mux2i_1, or3_1, or2_2, inv_1, ha_1, a211oi_1, nor2_1, o41ai_2, nor2_1, or3_1, a32o_1",
sta,fmax,235.2,MHz
yosys,syn_avg_cell_area,9.918,sq um
sta,hold_slack,420.1,ps
detailed_routing,num_antenna_cells,0,
yosys,ys.flop_type,"dfxtp_1",
cells_and_area,fillers,2288,
global_routing,grt.total_usage,0.1795,
cells_and_area,area_delta_synth_final,12.62,%
pwr,p_per_area,314.4,nW/um^2
clock_network,postCtsHoldBufs,0,
yosys,ys_seq_elements,198,
pwr,ir_drop,0.1541,mV
job,maxCapViolations,0,
sta,finalSetupViolCount,0,
cells_and_area,register_area,4805,sq um
clock_network,clockRootBuffer,"clkbuf_16",
cells_and_area,fin_area,11260,sq um
sta,slew_headroom,0.4332,
clock_network,cts_buffers,17,
min_path,min_path_type,"reg2reg",
sta,period_used_share,0.7087,
detailed_routing,num_vias,7256,
detailed_routing,initialDrtViolationCount,464,
detailed_routing,route.detailed.drc,0,
global_routing,antenna_found_initial,0,
yosys,postSynthCellCount,1008,
placement,io_buffer_count,35,
pwr,p_leak,4.173,nW
global_routing,overflow,0,
clock_network,insertion_delay,420,ps
floorplanning,rows,57,
clock_network,clkTransAtPathRegs,70,ps
floorplanning,chipArea,25630,sq um
clock_network,clockBufferDepth,2,
global_routing,grt_pass1_wl,35390,um
sta,period_minus_slack,4252,ps
floorplanning,die_x,160.1,um
job,tool_warnings,30,
clock_network,cts_tree,"done",
sta,fin_tns_setup,0,ps
yosys,ys_types,63,
clock_network,cts_sinks,198,
yosys,postSynthSeqShare,0.4806,
sta,worst_pin_slew,828.7,ps
detailed_routing,ant_nets,0,
yosys,edf_count,84,
placement,detailed_place_hpwl,15550,um
placement,place_area,10670,sq um
worst_setup_path,worstSetupEndpointType,"register",
floorplanning,core,24390,sq um
placement,dp_cells,1334,
placement,place_congestion,0.9257,
floorplanning,fp_util,0.4099,
cells_and_area,final_core_utilization,0.4616,
global_routing,grt_pass1_vias,6730,
yosys,synth_chip_area,9997,sq um
clock_network,cts_setup_buffers,0,
clock_network,post_cts_resized,0,
sta,final_max_slew_viol_count,0,
detailed_routing,dr.pass1.iters,5,
worst_setup_path,worstSetupStartpointType,"register",
sta,hold_viol_final,0,
cells_and_area,layout-drive-gt1-share,0.07102,
cells_and_area,final_cells,1366,
worst_setup_path,cp.required,6320,ps
sta,fin_ws,1748,ps
placement,pre_cts_ws,1811,ps
yosys,syn_area,9997,sq um
pwr,power,3.539,mW
floorplanning,io_pins,36,
yosys,ys_cells,1008,
yosys,async_reset_ff_frac,0,
clock_network,htree_levels,4,
cells_and_area,logic_area,4838,sq um
worst_setup_path,critical_path.max_fanout,19,
worst_setup_path,max_stage_delay,850,ps
detailed_routing,wl,21580,um
global_routing,grt_max_degree,51,
sta,fin_skew,8.072,ps
worst_setup_path,slowest_stage,"dfxtp_1",
floorplanning,die_h,160.1,um
yosys,ys_warn_count,3,
worst_setup_path,path_class,"reg2reg",
detailed_routing,viasPerCell,5.312,
sta,rsz0062_at_grt,"false",
detailed_routing,wl_per_cell,15.80,um
worst_setup_path,cp.arrival,4570,ps
==> per-layer routing <==
| metal | global-route usage | routed length (um) | part of all wire |
|---|---|---|---|
| met1 | 0.2873 | 10530 | 0.49 |
| met2 | 0.2656 | 9752 | 0.45 |
| met3 | 0.04103 | 940 | 0.044 |
| met4 | 0.02727 | 358 | 0.017 |
| met5 | 0 | 0 | 0 |
==> area by class of cell <==
class / count / area share
Clock inverter: 8 / 0.007668
Clock buffer: 24 / 0.04490
Multi-Input combinational cell: 720 / 0.4298
Tap cell: 324 / 0.03601
Sequential cell: 198 / 0.4268
Timing Repair Buffer: 50 / 0.04090
Inverter: 42 / 0.01400
==> flip-flops by register name, indices dropped and copies added, names as in the netlist, 2 cells and up <==
register,cells
b,8
cube1.multiplier.b,4
cube1.mult_a,8
cube1.multiplier.y_bo,16
cube1.i,2
cube1.mult_b,4
cube1.x,8
cube1.mask,8
cube1.state,4
mult.a,8
mult.part_res,16
cube1.multiplier.part_res,16
mult.ctr,4
mult.y_bo,16
cube1.y_bo,4
cube1.ans,4
cube1.multiplier.ctr,4
y_calc,16
cube1.multiplier.a,8
a,8
cube1.tmp,8
state,3
cube1.tmp_mult_result,16
==> worst paths after layout <==
kind,from,end,cells past startpoint,slack [ps]
worst max register to register,mult.ctr[1],mult.part_res[11],12,1750
worst min register to register,b[4],cube1.x[4],0,420
worst min-delay path,b[4],cube1.x[4],0,420
worst max-delay path,mult.ctr[1],mult.part_res[11],12,1750
==> logic make-up after synthesis <==
| logic type | synth area share |
|---|---|
| compound gates | 0.1817 |
| xor+xnor | 0.03329 |
| fa+ha+maj | 0.06733 |
| buf+inv | 0.03604 |
| flops | 0.4806 |
| mux | 0.04881 |
| simple gates | 0.1522 |
==> cells in the final DEF, fill, tap and decap left out, drive strengths merged, types with 12 or more instances in the layout <==
master / instances
o21ai: 48
nand2b: 12
nand2: 62
clkbuf: 24
nand3: 25
nor2: 137
edfxtp: 84
nor3: 21
buf: 16
xnor2: 28
a22o: 18
dfxtp: 114
inv: 45
mux2i: 24
o21a: 13
clkdlybuf4s50: 34
a21o: 12
a21oi: 61
ha: 49
and2: 18
and3: 13
a22oi: 53
==> synthesized netlist by cell type (10+ instances only) <==
master | n | area share
mux2i_1 | 24 | 0.024
clkbuf_1 | 32 | 0.012
xnor2_1 | 28 | 0.025
a22oi_1 | 53 | 0.040
ha_1 | 49 | 0.061
nand2b_1 | 12 | 0.0075
o21ai_0 | 43 | 0.022
nand3_1 | 25 | 0.013
a21o_1 | 12 | 0.0090
xor2_1 | 10 | 0.0088
dfxtp_1 | 114 | 0.23
nor3_1 | 20 | 0.010
nor2_1 | 137 | 0.051
a22o_1 | 18 | 0.016
edfxtp_1 | 84 | 0.25
a211oi_1 | 10 | 0.0075
o21a_1 | 13 | 0.0098
and2_1 | 18 | 0.011
and3_1 | 13 | 0.0081
a21oi_1 | 59 | 0.030
inv_1 | 40 | 0.015
nand2_1 | 62 | 0.023
==> where the power goes <==
part / total [mW] / internal (mW) / switching, mW
logic: 0.770 / 0.301 / 0.469
registers: 1.64 / 1.51 / 0.123
clock network: 1.13 / 0.641 / 0.492
==> worst max-delay path: cells and delay by family (launching register included) <==
kind / cells / cell delay (ps)
fa+ha+maj: 1 / 280
flops: 1 / 850
compound gates: 3 / 960
buf+inv: 1 / 40
mux: 2 / 1090
simple gates: 5 / 900
No activity file was given, so power comes from the tool's default toggle rates.
